[flow/config.mk]
export PLATFORM = sky130hd
export DESIGN_NAME = stopwatch
export DESIGN_NICKNAME = stopwatch
export VERILOG_FILES = /design/flow/design.v
export SDC_FILE = /design/flow/constraint.sdc
export NUM_CORES = 4
export LEC_CHECK = 1
export CORE_UTILIZATION = 30
[flow/constraint.sdc]
current_design stopwatch

set clk_period 10.1
set clk_io_pct 0.2

create_clock -name clk0 -period $clk_period [get_ports {Clock}]

set non_clock_inputs [all_inputs -no_clocks]
set_input_delay [expr $clk_period * $clk_io_pct] -clock clk0 $non_clock_inputs
set_output_delay [expr $clk_period * $clk_io_pct] -clock clk0 [all_outputs]
[flow/design.v]
`timescale 1ns / 1ps
module stopwatch(
    Clock,  
	Sel,
    Adj,
    Reset,
    Pause,
    seg,
    an
    );
input Clock;
input Sel;  
input Adj;  
input Reset;
input Pause;
output [7:0]seg;
output [3:0]an;
reg [5:0] minute;
reg [5:0] second; 
reg [31:0] counter; 
reg [10:0] times;
reg [3:0] counterforrst;
reg [1:0] counterforpause;
reg [7:0] Seg;
reg [3:0] Ans;
reg [3:0] num;
wire rst;
wire pause;
wire adj;
wire sel;
reg [1:0]arst_ff;
reg [31:0]pause_ff;
reg pause1;
reg flag;
assign myreset=arst_ff[0];
assign mypause=pause_ff[0];
assign pause=Pause;
assign rst=Reset;
assign adj=Adj;
assign sel=Sel;
initial begin 
    minute=6'b000000;
    second=6'b000000;
    counter=32'b0000_0000_0000_0000_0000_0000_0000_0000;
    times=11'b000_0000_0000;
    counterforrst=4'b0000;
    counterforpause=5'b00000;
    pause1=1;
    flag=0;
end
always @(posedge Clock)begin
    counterforrst=counterforrst+1;
    if(counterforrst==4'b0000)
    begin 
        if(rst)
            arst_ff<=2'b11;
        else
            arst_ff<={1'b0, arst_ff[1]};
    end
end
always @(posedge Clock)begin
        if(pause)
            pause_ff<=32'b1111_1111_1111_1111_1111_1111_1111_1111;
        else
            pause_ff<={1'b0, pause_ff[31:1]};
    end
always @ (posedge Clock) begin
    if(mypause&&!flag) begin
            flag=1;
            pause1=~pause1;
    end
    else if(!mypause) begin
        flag=0;
    end 
    if(myreset)  
    begin 
    minute=6'b000000;
    second=6'b000000;
    counter=0;
    end 
    if(adj==0)
    begin
    times=times+1;
    counter=counter+1;
    end
    else 
    begin 
    times=times+1;
    counter=counter+2;
    end
    if(counter>=100000000)  
    begin 
    counter=0;
        if(pause1)  
         begin  
            if(sel==0)  
            begin   
                minute=minute+1;
                if(minute==60)
                minute=0;
            end  
            else   
            begin  
                second=second+1;
                if(second==60)
                begin 
                    minute=minute+1;
                    second=0;
                if(minute==60)
                    minute=0;
                end
            end 
        end  
    end  
    if(times==11'b110_0000_0000)
    begin
        Ans=4'b0111;
        num=minute/10;
        if(num==0)
        Seg=8'b00000011;
        else if(num==1)
        Seg=8'b10011111;
        else if (num==2)
        Seg=8'b00100101;
        else if (num==3)
        Seg=8'b00001101;
        else if (num==4)
        Seg=8'b10011001;
        else if (num==5)
        Seg=8'b01001001;
		  $display("For min2 Seg is %b num is %d, Ans is %b",Seg,num,Ans);
    end 
    else if (times==11'b100_0000_0000)
    begin
        Ans=4'b1011;
        num=minute%10;
        if(num==0)
        Seg=8'b00000011;
        else if(num==1)
        Seg=8'b10011111;
        else if (num==2)
        Seg=8'b00100101;
        else if (num==3)
        Seg=8'b00001101;
        else if (num==4)
        Seg=8'b10011001;
        else if (num==5)
        Seg=8'b01001001;
        else if(num==6)
        Seg=8'b01000001;
        else if(num==7)
        Seg=8'b00011111;
        else if(num==8)
        Seg=8'b00000001;
        else if(num==9)
        Seg=8'b00001001;
		  $display("For min1 Seg is %b num is %d, Ans is %b",Seg,num,Ans);
    end 
    else if (times==11'b010_0000_0000)
    begin 
        Ans=4'b1101;
        num=second/10;
        if(num==0)
        Seg=8'b00000011;
        else if(num==1)
        Seg=8'b10011111;
        else if (num==2)
        Seg=8'b00100101;
        else if (num==3)
        Seg=8'b00001101;
        else if (num==4)
        Seg=8'b10011001;
        else if (num==5)
        Seg=8'b01001001;
		  $display("For Sec2 Seg is %b num is %d, Ans is %b",Seg,num,Ans);
    end 
    else if (times==11'b000_0000_0000)
    begin
        Ans=4'b1110;
        num=second%10;
        if(num==0)
        Seg=8'b00000011;
        else if(num==1)
        Seg=8'b10011111;
        else if (num==2)
        Seg=8'b00100101;
        else if (num==3)
        Seg=8'b00001101;
        else if (num==4)
        Seg=8'b10011001;
        else if (num==5)
        Seg=8'b01001001;
        else if(num==6)
        Seg=8'b01000001;
        else if(num==7)
        Seg=8'b00011111;
        else if(num==8)
        Seg=8'b00000001;
        else if(num==9)
        Seg=8'b00001001;
		  $display("For Sec1 Seg is %b num is %d, Ans is %b",Seg,num,Ans);
    end    
end 
 assign an[3:0]=Ans[3:0];
 assign seg[7:0]=Seg[7:0];
 endmodule
[flow/run.sh]
#!/bin/bash
# OpenROAD 26Q1-2900-gdf79404cd8, Yosys 0.63+post, stock flow scripts
make -C /OpenROAD-flow-scripts/flow DESIGN_CONFIG=/design/flow/config.mk WORK_HOME=/design/flow/orfs finish
==> results.toml <==
# generated from flow reports
[outcome]
status = "complete, no violations"

[final_layout]
lay_top_cells = "dfxtp_1, nand2_1, nor2_1"
drive_above_1_share_pct = 12.9
syn_to_final_growth_pct = 11.8
lay_top_count = "dfxtp_1"
fill_cells = 2015
layout.cells.non_filler = 956

[yosys]
top_area_cell = "dfxtp_1"
netlist_area_um2 = 5980
enable_flop_cells = 10
ys_cells = 677
top_area_share_pct = 32.5
area_leaders = "dfxtp_1, edfxtp_1, xnor2_1"
async_flop_share_pct = 0
flop_cell = "dfxtp_1"
ys_area_um2 = 5980
syn_area_per_cell_um2 = 8.83
synth_cell_type_count = 95
synthCells = 677
ys_ff = 107
postSynthSeqShare_pct = 37.5
synth_warnings = 3

[critical_path]
crit_slowest_cell = "clkdlybuf4s50_1"
r2r_slack_ns = 2.33
max_stage_delay_ns = 0.68
crit_path_end_kind = "flop"
timing.rr.end = "Seg[4]"
cp.required_ns = 10.18
startpoint_type = "input port"
startpoint = "Adj"
cp.arrival_ns = 9.02
crit_path_max_fanout = 12
r2r-start = "arst_ff[0]"
crit_top_cell = "ha_1"
reg2reg_depth = 27
setup.worst_path.class = "input port to flop"

[power]
power-per-cell-area_nw_per_um2 = 122
power.total_mw = 0.814
p_seq_share_pct = 53.6
power_switching_mw = 0.188
combPwrFrac_pct = 5.5
netSwitchingFraction_pct = 23.0
ir_drop_uv = 81.4
cellLeakagePower_nw = 2.34
intPower_mw = 0.626
power_frac_clock_pct = 41.0

[global_routing]
antenna_found_initial = 0
grt_pass1_wl_um = 20900
overflow = 0
grt_start_max_net_pins = 47
gr-usage-all-layers_pct = 12.7
grt_pass1_vias = 4362

[hold_path]
min-delay-start = "pause_ff[0]"
hp-class = "flop to flop"
hold_depth = 0
hold_end = "flag"

[sta]
tns_ns = 0
slew_headroom_pct = 46.3
slew_violations = 0
hold_viol_final = 0
finClkSkew_ns = 0.0114
rsz0062_at_grt = "no"
holdWs_ns = 0.348
tightest_slew_ns = 0.803
fmax_ghz = 0.112
finalSetupViolations = 0
finalClockPeriodUsage_pct = 88.6
layout_min_cycle_time_ns = 8.94

[clock_tree]
cts_root_buf = "clkbuf_16"
cts_sinks = 107
cts_setup_buffers = 0
cts_hold_buffers = 0
clock_path_buffers = 2
numCtsBuffers = 9
clk_pin_slew_worst_paths_ns = 0.07
h-tree-depth = 3
worstSkewPairLatency_ns = 0.35
cts_resized = 0
tritoncts = "built"

[floorplanning]
rows = 51
pin_count = 17
core-area_um2 = 19500
fp.dieW_um = 143
fp-utilization_pct = 30.6
chip_area_um2 = 20500
die_y_um = 143

[drt]
routed_wirelength_um = 12300
drt_iter0_markers = 337
ant_nets = 0
first_pass_iters = 5
post_drt_wl_per_cell_um = 12.9
antennaDiodeCount = 0
detail_route.drc_violations = 0
num_vias = 4732
viasPerCell = 4.95

[place]
dpl.hpwl_um = 8660
io_buffers = 16
gp_congestion = 0.873
placed_cells = 941

[run]
tool_warnings = 27
drv_cap = 0
## flip-flops by register name, indices dropped and copies added, names as in the netlist
register       flops
Ans                4
times             11
arst_ff            2
pause1             1
pause_ff          32
second             6
flag               1
minute             6
counter           32
Seg                8
counterforrst      4
## cell usage after synthesis, types with 6 or more instances
library cell   n
o21ai_1        6
nand4_1       11
nor2b_1       16
o21ai_0       13
a31oi_1        7
nand3_1       39
and3_1        10
dfxtp_1       97
a21oi_1       23
o31ai_1        7
mux2i_1       11
nand2_1       60
and2_1         8
nor4_1         7
mux2_2         6
xor2_1        14
or4_1          9
edfxtp_1      10
nor3_1        16
or2_2         35
inv_1         28
clkbuf_1      19
nor2_1        59
nand2b_1       9
xnor2_1       30
ha_1          14
## worst max-delay path by stage
stage | slack (ns) | cells after the start | end
after CTS | 1.23 | 25 | Seg[1]
after global routing | 0.60 | 25 | Seg[4]
final | 1.16 | 25 | Seg[4]
## logic make-up after synthesis
logic type / count (synthesis) / share of synthesized area (%)
simple gates: 313 / 28.7
fa+ha+maj: 15 / 3.10
other cells: 1 / 0.0627
mux: 19 / 3.72
compound gates: 122 / 16.7
buf+inv: 56 / 3.85
xor+xnor: 44 / 6.44
flops: 107 / 37.5
## critical path, delay by kind of cell
kind                       cells  cell delay [ns]
AOI/OAI and AO/OA             12             2.92
and+or+nand+nor                6             1.81
adders and majority gates      3             1.02
buffers and inverters          3             0.85
xor gates and xnor gates       1             0.38
## power by group through the flow
stage     Sequential, mW  Clock (mW)  Combinational [mW]
6_report           0.436       0.333              0.0446
5_1_grt            0.436       0.362              0.0492
4_1_cts            0.436       0.345              0.0441
## per-layer routing
metal	up-vias	routed length, um	share of wire, %	GRT usage (%)
li1	2457	-	-	-
met1	2147	6250	51	19.6
met2	114	5290	43	19.3
met3	14	561	4.6	2.15
met4	0	178	1.4	2.09
met5	-	0	0	0
## stage by stage
step / worst slack, ns / util [%] / cell area (um2)
2_1_floorplan: 2.05 / - / 6000
3_3_place_gp: 0.970 / 32.8 / 6410
3_5_place_dp: 0.867 / 32.8 / 6410
4_1_cts: 1.23 / 34.2 / 6690
5_1_grt: 0.601 / 34.2 / 6690
6_report: 1.16 / 34.2 / 6690
## area by class of cell
| type | instances | area, um2 | share of cell area [%] |
|---|---|---|---|
| clock buffer | 11 | 243 | 3.63 |
| timing repair buffer | 22 | 205 | 3.07 |
| multi-input combinational | 518 | 3520 | 52.7 |
| clock inverter | 4 | 33.8 | 0.505 |
| tap | 265 | 332 | 4.96 |
| sequential | 107 | 2240 | 33.5 |
| inverter | 29 | 109 | 1.63 |
Power and IR drop assume default switching activity.
